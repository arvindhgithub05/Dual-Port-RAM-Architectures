### run.sh
#!/bin/bash
# OpenROAD 26Q1-2900-gdf79404cd8, Yosys 0.63+post, stock flow scripts
make -C /OpenROAD-flow-scripts/flow DESIGN_CONFIG=/design/flow/config.mk WORK_HOME=/design/flow/orfs finish
### config.mk
export PLATFORM = sky130hd
export DESIGN_NAME = DPRAM_Banked_Arch
export DESIGN_NICKNAME = DPRAM_Banked_Arch
export VERILOG_FILES = /design/flow/design.v
export SDC_FILE = /design/flow/constraint.sdc
export NUM_CORES = 4
export LEC_CHECK = 1
export CORE_UTILIZATION = 50
### constraint.sdc
current_design DPRAM_Banked_Arch

set clk_period 8.0
set clk_io_pct 0.2

create_clock -name clk0 -period $clk_period [get_ports {clk}]

set non_clock_inputs [all_inputs -no_clocks]
set_input_delay [expr $clk_period * $clk_io_pct] -clock clk0 $non_clock_inputs
set_output_delay [expr $clk_period * $clk_io_pct] -clock clk0 [all_outputs]
### design.v
module DPRAM_Banked_Arch #(
    parameter DATA_WIDTH = 8,           
    parameter ADDR_WIDTH = 6,           
    parameter NUM_BANKS  = 4            
)(
    input  wire                     clk,
    input  wire                     we_a,
    input  wire [ADDR_WIDTH-1:0]    addr_a,
    input  wire [DATA_WIDTH-1:0]    din_a,
    output reg  [DATA_WIDTH-1:0]    dout_a,
    input  wire                     we_b,
    input  wire [ADDR_WIDTH-1:0]    addr_b,
    input  wire [DATA_WIDTH-1:0]    din_b,
    output reg  [DATA_WIDTH-1:0]    dout_b
);
    localparam BANK_ADDR_WIDTH = ADDR_WIDTH - $clog2(NUM_BANKS);   
    localparam BANK_DEPTH      = 1 << BANK_ADDR_WIDTH;
    reg [DATA_WIDTH-1:0] banks[NUM_BANKS-1:0][0:BANK_DEPTH-1];
    wire [$clog2(NUM_BANKS)-1:0] bank_sel_a = addr_a[ADDR_WIDTH-1:ADDR_WIDTH-$clog2(NUM_BANKS)];
    wire [$clog2(NUM_BANKS)-1:0] bank_sel_b = addr_b[ADDR_WIDTH-1:ADDR_WIDTH-$clog2(NUM_BANKS)];
    wire [BANK_ADDR_WIDTH-1:0]   bank_addr_a = addr_a[BANK_ADDR_WIDTH-1:0];
    wire [BANK_ADDR_WIDTH-1:0]   bank_addr_b = addr_b[BANK_ADDR_WIDTH-1:0];
    integer i;
    always @(posedge clk) begin
        for (i = 0; i < NUM_BANKS; i = i + 1) begin
            if (bank_sel_a == i) begin
                if (we_a)
                    banks[i][bank_addr_a] <= din_a;
                dout_a <= banks[i][bank_addr_a];
            end
            if (bank_sel_b == i) begin
                if (bank_sel_b != bank_sel_a || !we_a) begin
                    if (we_b)
                        banks[i][bank_addr_b] <= din_b;
                end
                dout_b <= banks[i][bank_addr_b];
            end
        end
    end
endmodule
==> deck_impl_summary.md <==
Key Metrics from the Run

Drt
  – Iter 0 DRT Violations: 1189
  – DR WL/cell: 32.91 um
  – DRC: 0
  – Post-route ant nets: 0
  – Number of diodes: 0
  – 1st-pass router iterations: 8
  – Vias/cell: 6.665
  – Post-Route WL: 73.58 mm
  – DR vias: 14900

Logic synthesis
  – Post-synth EDFFs: 528
  – Synth top area share: 0.6179
  – Synthesized area per cell: 17.98 um2
  – Yosys Chip Area: 25660 um2
  – #FFs+latches synth: 528
  – Ys Warns: 1
  – Synth Flop Type: edfxtp_1
  – Mapped Cells: 1427
  – Area of the mapped netlist: 25660 um2
  – Cells in synth_stat.txt: 1427
  – Cell Type Count: 53
  – Synth async-reset ratio: 0
  – Synth area leaders: edfxtp_1, mux4_2, mux2i_1
  – Yosys top cell by area: edfxtp_1
  – Register area share after synthesis: 0.6179

Place
  – DP Area: 27070 um2
  – PortBufs: 46
  – Hpwl dp: 49.38 mm
  – Placer Congestion: 1.008

Clock tree
  – CTS clk-pin slew, worst paths: 0.06 ns
  – TritonCTS Sinks: 528
  – CTS tree: done
  – Setup Buffers After CTS: 0
  – Clock latency (worst-skew pair): 0.61 ns
  – # resized after CTS: 0
  – CTS Buf Count: 55
  – H-tree Lvls: 2
  – Root buffer cell: clkbuf_16
  – Clock buffer depth: 3
  – Cts hold-fix bufs: 0

Critical path
  – Slowest cell on crit path: nor4_2
  – CP Launch Type: input pin
  – Buf/Inv on CP: 2
  – R2R Path Start: banks[28][0]
  – WP data arrival: 4.96 ns
  – CP Cell Sequence: clkdlybuf4s50_1 -> and2_1 -> a211oi_2 -> buf_4 -> mux2_2 -> nor4_2
  – Critical path class: in2reg
  – CP Depth: 6
  – CP top delay family: simple AND/OR/NAND/NOR gates
  – Crit. Startpoint: addr_a[4]
  – Worst-case reg-to-reg path depth: 4
  – Worst reg-to-reg setup slack: 5.55 ns
  – Critical path peak fanout: 16
  – Worst Setup End Kind: flop
  – CP required: 8.21 ns
  – CP endpoint: banks[8][7]
  – Critical Path Max Stage Delay: 1.09 ns
  – Worst flop-to-flop path endpoint: dout_b[0]

Global routing
  – Largest net degree at the start of global routing: 80
  – First-pass GRT wire length: 108.2 mm
  – Total congestion overflow: 0
  – GRT Total Usage: 0.3244
  – Vias in the first global route: 16320
  – Initial antenna violation count: 0

Worst hold path
  – Worst Hold Class: reg2reg
  – Hold Startpoint: banks[24][3]

Floorplanning
  – Fp_density: 0.5094
  – Num ports: 47
  – Die X: 228.5 um
  – DIE HEIGHT: 228.5 um
  – Die area: 52230 um2
  – Rows: 82
  – CORE AREA: 50380 um2

Timing
  – Unrepaired setup endpoints after global routing: false
  – Normalized max-slew margin: 0.1577
  – Fmax: 0.2105 GHz
  – Count of final setup violators: 0
  – Final period utilization: 0.5937
  – Final Slew Violations: 0
  – Tmin final: 4.749 ns
  – Worst Max-Slew Pin Slew: 1.253 ns
  – Fin. Hold Viols: 0
  – Setup TNS: 0 ns
  – Skew final: 0.02141 ns

Layout
  – Layout cells sized above 1: 0.2852
  – Area grow syn2layout: 12.25%
  – Most numerous logic cell after layout: edfxtp_1
  – Design area: 28800 um2
  – Most frequent cells in the layout: edfxtp_1, mux4_2, mux2i_1, buf_4, nor2_1

Power
  – Total design power: 6229 uW
  – Cell Pwr Density: 216.3 nW/um2
  – Leak Pwr: 0.009354 uW
  – Maximum VDD drop: 0.0002000 V

Job
  – # Max-Cap Violations: 0
  – Tool warnings: 25

Status
  – Status: finished clean
==> stage by stage <==
stage	instances	setup slack, ns	hold WS [ns]	util
floorplan	1442	3.664	0.8695	-
global route	2236	3.152	1.108	0.5718
detailed placement	2134	2.716	1.021	0.5373
CTS	2236	3.357	1.033	0.5718
finish	2236	3.251	1.033	0.5718
global placement	2134	2.698	1.031	0.5373
==> tightest hold or removal path: stages, from the launching register on <==
cell and delay, ns:
edfxtp_1 0.34, mux4_2 0.23, mux4_2 0.22, a211oi_1 0.06, nor2_1 0.07
==> metal layers <==
metal	vias up	routed length [um]	GRT usage
li1	6280	-	-
met1	7496	25070	0.4590
met2	1000	34540	0.4626
met3	126	11280	0.2008
met4	2	2533	0.08117
met5	-	151	0.02114
==> cells by family after synthesis <==
group                  count (synthesis)  synth area share
AOI/OAI and AO/OA                    205           0.06012
buffers and inverters                125           0.03018
DFF                                  528            0.6179
muxes                                380            0.2571
other                                  1         0.0001461
and+or+nand+nor                      188           0.03457
==> worst min path at each step <==
| stage | depth (start not counted) | to |
|---|---|---|
| CTS | 3 | dout_a[0] |
| global route | 3 | dout_a[0] |
| finish | 4 | dout_b[3] |
==> Yosys cell counts (3+ instances only) <==
library cell and count:
o21ai_0 24, and3_1 9, and2_1 4, buf_12 4, o32ai_1 4, buf_4 14, a22oi_1 37, nor4_1 16
o22ai_1 4, o21a_1 3, nor2b_1 11, mux2_2 31, a211o_1 3, o31ai_1 4, nand2_1 42, clkbuf_1 46
a221oi_2 5, a21oi_1 35, edfxtp_1 528, a32oi_1 7, mux4_2 212, nor3_1 18, a211oi_1 14, buf_1 14
nor2_1 63, a221oi_1 30, a221o_1 19, nand3b_1 5, buf_2 15, nand3_1 11, inv_1 9, buf_6 15
a31oi_1 7, buf_8 5, mux2i_1 130, mux4_1 6, nand2b_1 3
==> sequential cells by signal, summed over array words and instances, names as in the netlist <==
signal,cells
banks,512
dout_a,8
dout_b,8
==> layout make-up <==
class                           instances  area, um2
Inverter                               12      45.04
Fill cell                            3760      21570
Clock inverter                         39      289.0
Multi-Input combinational cell        789       9189
Sequential cell                       528      15860
Clock buffer                           63       1449
Timing Repair Buffer                  133       1136
Tap cell                              672      840.8
==> report_power, final <==
part	switching [uW]	internal [uW]
Clock	1050	1420
Combinational	383	243
Sequential	23.3	3110
Total	1450	4780
Power is estimated from default activity; no workload was simulated.
