--- ./config.mk ---
export PLATFORM = sky130hd
export DESIGN_NAME = DPRAM_Burst_Tran
export DESIGN_NICKNAME = DPRAM_Burst_Tran
export VERILOG_FILES = /design/flow/design.v
export SDC_FILE = /design/flow/constraint.sdc
export NUM_CORES = 4
export LEC_CHECK = 1
export CORE_UTILIZATION = 30
--- ./constraint.sdc ---
current_design DPRAM_Burst_Tran

set clk_period 6.9
set clk_io_pct 0.2

create_clock -name clk0 -period $clk_period [get_ports {clk}]

set non_clock_inputs [all_inputs -no_clocks]
set_input_delay [expr $clk_period * $clk_io_pct] -clock clk0 $non_clock_inputs
set_output_delay [expr $clk_period * $clk_io_pct] -clock clk0 [all_outputs]
--- ./design.v ---
module DPRAM_Burst_Tran #(
    parameter DATA_WIDTH = 8,          
    parameter ADDR_WIDTH = 6,          
    parameter MAX_BURST_LEN = 4        
)(
    input  wire                     clk,
    input  wire                     we_a,          
    input  wire                     burst_en_a,    
    input  wire [$clog2(MAX_BURST_LEN)-1:0] burst_len_a,  
    input  wire [ADDR_WIDTH-1:0]    base_addr_a,   
    input  wire [DATA_WIDTH-1:0]    din_a,         
    output reg  [DATA_WIDTH-1:0]    dout_a,        
    input  wire                     we_b,
    input  wire                     burst_en_b,
    input  wire [$clog2(MAX_BURST_LEN)-1:0] burst_len_b,
    input  wire [ADDR_WIDTH-1:0]    base_addr_b,
    input  wire [DATA_WIDTH-1:0]    din_b,
    output reg  [DATA_WIDTH-1:0]    dout_b
);
    localparam MEM_DEPTH = 1 << ADDR_WIDTH;
    reg [DATA_WIDTH-1:0] mem [0:MEM_DEPTH-1];
    reg [$clog2(MAX_BURST_LEN)-1:0] burst_count_a = 0;
    reg [ADDR_WIDTH-1:0] addr_a;
    reg [$clog2(MAX_BURST_LEN)-1:0] burst_count_b = 0;
    reg [ADDR_WIDTH-1:0] addr_b;
    always @(posedge clk) begin
        if (burst_en_a) begin
            if (burst_count_a < burst_len_a)
                burst_count_a <= burst_count_a + 1;
            addr_a <= base_addr_a + burst_count_a;
        end else begin
            burst_count_a <= 0;
            addr_a <= base_addr_a;
        end
    end
    always @(posedge clk) begin
        if (burst_en_b) begin
            if (burst_count_b < burst_len_b)
                burst_count_b <= burst_count_b + 1;
            addr_b <= base_addr_b + burst_count_b;
        end else begin
            burst_count_b <= 0;
            addr_b <= base_addr_b;
        end
    end
    always @(posedge clk) begin
        if (we_a)
            mem[addr_a] <= din_a;
        dout_a <= mem[addr_a];
    end
    always @(posedge clk) begin
        if (we_b)
            mem[addr_b] <= din_b;
        dout_b <= mem[addr_b];
    end
endmodule
--- ./run.sh ---
#!/bin/bash
# OpenROAD 26Q1-2900-gdf79404cd8, Yosys 0.63+post, stock flow scripts
make -C /OpenROAD-flow-scripts/flow DESIGN_CONFIG=/design/flow/config.mk WORK_HOME=/design/flow/orfs finish
==> results_dict.tcl <==
# implementation run metrics
set metrics [dict create \
    grtUsageTotal 0.2685 \
    mostFrequentLayoutCells "555 x mux2_2, 512 x edfxtp_1, 189 x a22oi_1" \
    vdd_drop_max_uv 204.9 \
    adder_share 0.003604 \
    ys_types 68 \
    first_pass_iters 26 \
    hp-class "reg -> reg" \
    num_vias 25460 \
    fin_crit_sh 0.6181 \
    cp.arrival_ns 4.53 \
    clock_latency_ns 0.65 \
    fin_area_sq_um 36010 \
    yosys_warnings 1 \
    post_cts_buffers 0 \
    grt_pass1_wl_microns 195200 \
    clock_tree.root_cell "clkbuf_16" \
    finalSetupTns_ns 0 \
    crit_path_end_kind "register" \
    drt_iter0_drc 2784 \
    finClkSkew_ns 0.01500 \
    numCtsBuffers 60 \
    routed_wl_microns 140300 \
    ys_sh_mux 0.2417 \
    cp.required_ns 7.17 \
    crit_fanout 31 \
    cts_sinks 544 \
    synth.cellmix.simpleShare 0.05183 \
    fin_crit_ns 4.265 \
    wl_per_cell_microns 35.22 \
    finalSetupViolCount 0 \
    synth-edff-count 512 \
    fmax_mhz 234.5 \
    path_class "reg -> reg" \
    place_area_sq_um 34020 \
    chipArea_sq_um 107800 \
    antenna_found_initial 6 \
    syn-cell-area_sq_um 31940 \
    rsz0062_at_grt "no" \
    h-tree-depth 2 \
    drive_gt1_frac 0.3501 \
    hpwl_microns 92530 \
    ys.flop_type "edfxtp_1" \
    synth_seq_share 0.5014 \
    grt_pass1_vias 25080 \
    syn_inst 2577 \
    fp-utilization 0.3030 \
    gp_congestion 1.078 \
    ys_ff 544 \
    synth-area-yosys_sq_um 31940 \
    drt-vias-per-instance 6.389 \
    place_ws_ns 2.547 \
    whs_ns 0.5316 \
    overflow 0 \
    fin_ws_ns 2.635 \
    synthArstFlopShare 0 \
    synth.avg_cell_area_sq_um 12.39 \
    port_buffers 52 \
    status "complete, no violations" \
    ys_top_logic_family "multiplexers" \
    worst_pin_slew_ns 1.088 \
    yosys_cells 2577 \
    clock_tree.buffer_depth 3 \
    hold_buffers 0 \
    ys_sh_xor 0.002742 \
    maxSlewViolCount 0 \
    leakagePower_nw 11.45 \
    crit_path_start_kind "register" \
    totalPowerFinal_w 0.009674 \
    drcViolationCount 0 \
    hold_viol 0 \
    lay_top_count "mux2_2" \
    ant_nets 0 \
    maxSlewHeadroom 0.2718 \
    die_w_microns 328.3 \
    grt_max_degree 80 \
    fp.coreArea_sq_um 105400 \
    max-cap-violations 0 \
    clk_pin_slew_ns 0.06 \
    aoi_share 0.1566 \
    die_h_microns 328.3 \
    tool_warnings 25 \
    synthToLayoutAreaGrowth_pct 12.76 \
    cts_tree "done" \
    cellPowerDensity_nw_per_um2 268.6 \
    ctsResizeCount 0 \
    std_cell_rows 119 \
    io_pins 53 \
]
==> stage by stage <==
| step | utilization | cells |
|---|---|---|
| finish | 0.3416 | 3985 |
| global route | 0.3416 | 3982 |
| CTS | 0.3416 | 3982 |
| detailed placement | 0.3227 | 3868 |
| global placement | 0.3227 | 3868 |
| floorplan | - | 2577 |
==> state kept, by name (all words and copies together), names as in the netlist <==
register,cells
dout_b,8
burst_count_b,2
burst_count_a,2
dout_a,8
mem,512
addr_a,6
addr_b,6
==> critical path: stages, from the launching register on <==
cell and delay (ns):
dfxtp_2 0.31, buf_4 0.47, and2_2 0.70, buf_4 0.56, nand3_2 0.70, o22ai_1 1.04
==> power by group <==
| group | leakage (nW) | internal [W] | total, W | switching [W] |
|---|---|---|---|---|
| sequential | 4.88 | 0.00372 | 0.00383 | 0.000112 |
| combinational | 5.61 | 0.000823 | 0.00255 | 0.00172 |
| clock | 0.958 | 0.00188 | 0.00329 | 0.00142 |
| total | 11.5 | 0.00642 | 0.00967 | 0.00325 |
==> routing by layer <==
metal,global-route usage,vias to the layer above,part of all wire
met2,0.3799,2129,0.43
met3,0.1690,425,0.17
li1,-,10250,-
met1,0.3309,12640,0.35
met4,0.1073,16,0.054
met5,0.01420,-,0.0019
==> cells in the mapped netlist, types with 14 or more instances <==
master    count  area share
a21oi_1      55      0.0086
clkbuf_1    184       0.022
o22ai_1      71       0.014
mux2_2      555        0.20
edfxtp_1    512        0.48
dfxtp_1      32       0.020
buf_1        30      0.0035
a22oi_1     189       0.044
nor2_1       92       0.011
mux4_2       35       0.025
a221oi_1    114       0.031
nand2_1     122       0.014
buf_4        20      0.0047
o21ai_0     117       0.018
a221o_1      16      0.0050
a222oi_1     15      0.0047
mux2i_1      62       0.019
nand3_1      14      0.0022
nor2_2       26      0.0051
buf_2        61      0.0096
o211ai_1     34      0.0080
o221ai_1     17      0.0047
==> worst paths after layout <==
| path | from | endpoint | slack [ns] | cells after the start |
|---|---|---|---|---|
| max | addr_a[0] | mem[31][5] | 2.64 | 5 |
| min | burst_count_b[0] | burst_count_b[0] | 0.53 | 1 |
| max reg2reg | addr_a[0] | mem[31][5] | 2.64 | 5 |
| min reg2reg | burst_count_b[0] | burst_count_b[0] | 0.53 | 1 |
==> cell families (layout without fill, tap and decap cells) <==
| family | count (synthesis) | after routing |
|---|---|---|
| buf+inv | 312 | 326 |
| other cells | 0 | 3 |
| xor+xnor | 10 | 10 |
| mux | 657 | 657 |
| flops | 544 | 544 |
| fa+ha+maj | 8 | 8 |
| simple gates | 349 | 349 |
| compound gates | 697 | 697 |
==> layout make-up <==
class | count | area (sq um)
diodes | 3 | 7.507
multi-input cells | 1721 | 14650
clock inverters | 34 | 326.6
well taps | 1391 | 1740
inverters | 14 | 52.55
clock buffers | 80 | 1658
flip-flops and latches | 544 | 16030
fillers | 10330 | 69400
repair buffers | 198 | 1549
Power is estimated from default activity; no workload was simulated.
